## design/flow/run.sh

```bash
#!/bin/bash
# OpenROAD 26Q1-2900-gdf79404cd8, Yosys 0.63+post, stock flow scripts
make -C /OpenROAD-flow-scripts/flow DESIGN_CONFIG=/design/flow/config.mk WORK_HOME=/design/flow/orfs finish
```

## design/flow/config.mk

```make
export PLATFORM = sky130hd
export DESIGN_NAME = main
export DESIGN_NICKNAME = main
export VERILOG_FILES = /design/flow/design.v
export SDC_FILE = /design/flow/constraint.sdc
export NUM_CORES = 4
export LEC_CHECK = 1
export CORE_AREA = 10 10 85 85
export DIE_AREA = 0 0 95 95
```

## design/flow/constraint.sdc

```tcl
current_design main

set clk_period 1.9
set clk_io_pct 0.2

create_clock -name clk0 -period $clk_period [get_ports {clock}]

set non_clock_inputs [all_inputs -no_clocks]
set_input_delay [expr $clk_period * $clk_io_pct] -clock clk0 $non_clock_inputs
set_output_delay [expr $clk_period * $clk_io_pct] -clock clk0 [all_outputs]
```

## design/flow/design.v

```verilog
module combinationLock(correct, clock, enter, change, resetn, alarm, new, open);
	input clock, resetn, enter, change, correct;
	output alarm, new, open;
	reg[2:0] y, Y;
	parameter A = 3'b000, B = 3'b001, C = 3'b010, D = 3'b011, E = 3'b100;  
	always @(y, enter, change, correct)
	begin
		case(y)
			A: if (correct == 1 & enter == 1) Y = B;
				else if (correct == 0 & (enter == 1 | change == 1)) Y = C;
				else if (correct == 1 & change == 1) Y = E;
				else Y = A;
			B: if (enter == 1) Y = A;
				else Y = B;
			C: if (correct == 1 & enter == 1) Y = B;
				else if (correct == 0 & (enter == 1 | change == 1)) Y = D;
				else Y = C;
			D: Y = D;
			E: if (enter == 1 | change == 1)
					Y = A;
				else Y = E;
			default: Y = 3'bxxx;
		endcase
	end
	always @(posedge clock, negedge resetn)
	begin
		if (resetn == 0)
			y <= A;
		else 
			y <= Y;
	end
	assign open = (y == B);
	assign new = (y == E);
	assign alarm = (y == D);
endmodule
module comparator(A, B, s);
	input [3:0] A, B;
	output reg s;
	always @(A, B)
	begin
		if (A == B)
			s = 1;
		else
			s = 0;
	end
endmodule
module hex7seg(hex, leds);
	input [1:0] hex;
	output reg [0:6] leds;
	always @(hex)
		case(hex)
			0: leds = 7'b1111110;  
			1: leds = 7'b0001000;  
			2: leds = 7'b1101010;  
			3: leds = 7'b0000001;  
		endcase
endmodule
module main(X, clock, resetn, enter, change, leds);
   input clock, resetn, enter, change;
   input [3:0] X;
	output [0:6] leds;
	reg [1:0] hex;
	wire correct;
   wire alarm, new, open;
   wire enter_pulse, change_pulse;
	wire[3:0] combination;
	register combination_storage(X, clock, new, resetn, combination);
	comparator check_combination(X, combination, correct);
   inputConditioning enter_conditioning(clock, enter, enter_pulse);
   inputConditioning change_conditioning(clock, change, change_pulse);
   combinationLock lock(correct, clock, enter_pulse, change_pulse, resetn, alarm, new, open);
	always @(alarm, new, open)
	begin
		if (alarm == 1)
			hex <= 2'b01;
		else if (open == 1)
			hex <= 2'b11;
		else if (new == 1)
			hex <= 2'b10;
		else
			hex <= 2'b00;
	end
	hex7seg sevenseg(hex, leds);
endmodule
module inputConditioning(Clock, a, a_pulse);
input Clock, a;
output a_pulse;
reg [2:1] y, Y;
parameter [2:1] A = 2'b00, B = 2'b01, C = 2'b10;
always @(a, y)
	case (y)
		A: if (a) 	Y = B;
			else 		Y = A;
		B: if (a) 	Y = C;
			else 		Y = A;
		C: if (a) 	Y = C;
			else 		Y = A;
		default: 	Y = 2'bxx;
endcase
always @(posedge Clock)
	y <= Y;
assign a_pulse = (y == B);
endmodule
module register(D, clock, enable, resetn, Q);
input [3:0] D;
input clock, resetn, enable;
output reg [3:0] Q;
always @(posedge clock, negedge resetn)
if (resetn == 0)
	Q <= 4'b0110;
else if (enable == 1)
	Q <= D;
endmodule
```

==> flow_summary.yaml <==
# generated from flow reports
detailed_routing:
  detail-route-antenna-nets: 0
  detail_route.first_pass.iterations: 3
  route.detailed.vias_per_inst: 2.83
  dr_total_vias: 396
  drt-initial-drc-count: 10
  drt_wl_total_microns: 1090
  detail_route.antenna_diodes: 0
  drc: 0
  detail_route.wl_per_cell_microns: 7.77
yosys:
  synth.yosys.warnings: 6
  ys_ff: 13
  ys_cells: 53
  syn-mean-instance-area_sq_um: 11.1
  yosys-stat-area_sq_um: 588
  edf_count: 0
  synthesis.area_sq_um: 588
  synthDistinctLibCells: 23
  synth_seq_share_pct: 52.6
  ff_type: "sky130_fd_sc_hd__dfrtp_1"
  syn_inst_count: 53
  proportion_of_register_bits_with_asynchronous_set_or_reset_after_synthesis_pct: 69.2
timing:
  min_period_ns: 1.79
  setup_repair_after_global_routing_missed_its_margin: "false"
  slew_viol_final: 0
  worstMarginPinSlew_ns: 0.410
  slew_headroom_pct: 72.6
  finalCritPeriodShare_pct: 94.3
  totalNegativeSetupSlack_ns: 0
  largest_clock_skew_in_the_final_design_ns: 0.00288
  timing_hold_violations_final: 0
  worst_hold_slack_ns: 0.439
  achievable-frequency_ghz: 0.558
  finalSetupViolCount: 0
floorplanning:
  floorplan.die.width_microns: 95
  die_height_microns: 95
  floorplan.core_area_sq_um: 5470
  floorplanUtilization_pct: 10.7
  num_io_pins: 15
  area_enclosed_by_the_die_boundary_sq_um: 9030
  core.rowCount: 27
placement:
  buffer_ports.inserted: 14
  post_placement_cell_count: 136
  globalplace.congestion: 0.677
  place.detailed.hpwl_microns: 912
global_routing:
  total_gr_overflow: 0
  first_global_vias: 354
  initial_antenna_violation_count: 0
  pin_count_of_the_biggest_net_entering_global_routing: 10
  total_routing_usage_gr_pct: 2.38
  global_route_wire_length_before_repair_microns: 1650
cells_and_area:
  post-route-util_pct: 15.4
  instances_no_fill: 140
  layout.cells.most_common_list: "sky130_fd_sc_hd__clkdlybuf4s50_1, sky130_fd_sc_hd__dfrtp_1, sky130_fd_sc_hd__inv_1"
  n_fill_cell: 614
  fraction_of_final_layout_cells_with_drive_strength_greater_than_1_pct: 14.7
  area_growth_synth_to_finish_pct: 43.4
  mostFrequentLayoutCell: "sky130_fd_sc_hd__clkdlybuf4s50_1"
critical_path:
  timing.critical_path.cells: "nor3_1 -> clkdlybuf4s50_1"
  endpoint_kind: "primary output"
  cp.required_ns: 1.52
  crit_buf_inv: 1
  r2r_slack_ns: 0.58
  critical-path-max-stage-delay_ns: 0.51
  cp_data_arrival_time_ns: 1.41
  setup.worst_path.class: "register to primary output"
  crit_family: "buffers and inverters"
  timing.critical_path.slowest_stage_cell: "sky130_fd_sc_hd__clkdlybuf4s50_1"
  cp-start-kind: "register"
  worstPathMaxFanout: 5
clock_network:
  postCtsResizedCells: 0
  cts_buffer_depth: 2
  worst_setup_hold_path_clk_slew_ns: 0.05
  tritoncts.num_buffers: 3
  postCtsHoldBufs: 0
  insertion_delay_ns: 0.24
  cts_tree: "done"
  clk_root_buffer_cell: "sky130_fd_sc_hd__clkbuf_8"
  cts.htree.levels: 1
  clock-sinks: 13
  cts_post_setup_buffers_inserted: 0
job:
  max_cap_viol_count: 0
  warning_count: 25
pwr:
  power.ir.vdd_worst_mv: 0.376
  leakagePower_nw: 0.339
  power_density_nw_per_um2: 1040
hold_path:
  worst_hold_path_type: "primary input to async pin"
status:
  run_status: "finished clean"
-- cells in the mapped netlist (2+ instances only) --
| cell | number | share of area [%] |
|---|---|---|
| sky130_fd_sc_hd__ha_1 | 2 | 4.3 |
| sky130_fd_sc_hd__inv_1 | 5 | 3.2 |
| sky130_fd_sc_hd__dfstp_2 | 3 | 13 |
| sky130_fd_sc_hd__a21o_1 | 2 | 2.6 |
| sky130_fd_sc_hd__dfrtp_1 | 6 | 26 |
| sky130_fd_sc_hd__nor2b_1 | 3 | 3.2 |
| sky130_fd_sc_hd__mux2_2 | 3 | 5.7 |
| sky130_fd_sc_hd__nor2_1 | 3 | 1.9 |
| sky130_fd_sc_hd__dfxtp_1 | 4 | 14 |
| sky130_fd_sc_hd__nand2_1 | 2 | 1.3 |
| sky130_fd_sc_hd__nor3_1 | 2 | 1.7 |
| sky130_fd_sc_hd__buf_4 | 3 | 3.8 |
| sky130_fd_sc_hd__xnor2_1 | 4 | 6.0 |
| sky130_fd_sc_hd__and2_1 | 2 | 2.1 |
-- power by group --
part / total, mW / switching (mW) / internal, mW
clock: 0.238 / 0.0905 / 0.148
sequential: 0.361 / 0.0239 / 0.337
combinational: 0.277 / 0.112 / 0.165
-- registers in the layout, indices dropped and copies added, names as in the netlist --
name / flops
enter_conditioning.y: 2
combination_storage.Q: 4
lock.y: 5
change_conditioning.y: 2
-- area by class of cell --
class,count,area [sq um],share of cell area [%]
Sequential cell,13,309,36.6
Inverter,5,18.8,2.23
Clock buffer,4,45.0,5.34
Timing Repair Buffer,15,148,17.5
Multi-Input combinational cell,31,233,27.6
Tap cell,72,90.1,10.7
-- worst paths after layout --
path | startpoint | to | depth (start not counted)
max in group asynchronous | resetn | lock.y[0] | 1
worst min register to register | lock.y[2] | lock.y[4] | 1
worst min-delay path | resetn | combination_storage.Q[0] | 1
worst max-delay path | lock.y[3] | leds[4] | 2
worst max register to register | combination_storage.Q[2] | lock.y[2] | 4
min in group clk0 | lock.y[2] | lock.y[4] | 1
-- routing by layer --
| layer | routed length [microns] | up-vias | global-route usage, % |
|---|---|---|---|
| met5 | 0 | - | 0 |
| met4 | 18 | 0 | 0.623 |
| met3 | 192 | 2 | 2.16 |
| met2 | 391 | 15 | 3.20 |
| met1 | 485 | 175 | 2.71 |
| li1 | - | 204 | - |
-- metrics by stage --
stage | setup WS, ns | power (mW) | instance area (sq um)
2_1_floorplan | 0.656 | 0.544 | 588
3_3_place_gp | 0.218 | 0.645 | 798
3_5_place_dp | 0.205 | 0.650 | 798
4_1_cts | 0.0892 | 0.896 | 843
5_1_grt | 0.000733 | 0.955 | 843
6_report | 0.108 | 0.876 | 843
-- kinds of logic (layout without fill, tap and decap cells) --
family	count (synthesis)	in the layout	share of synthesized area [%]
buf+inv	9	24	7.87
compound gates	7	7	8.72
mux	5	5	9.36
fa+ha+maj	2	2	4.25
simple gates	13	13	11.3
flops	13	13	52.6
xor+xnor	4	4	5.96
Power is estimated from default activity; no workload was simulated.
